$ cat ./config.mk
export PLATFORM = sky130hd
export DESIGN_NAME = ALU
export DESIGN_NICKNAME = ALU
export VERILOG_FILES = /design/flow/design.v
export SDC_FILE = /design/flow/constraint.sdc
export NUM_CORES = 4
export LEC_CHECK = 1
export CORE_AREA = 10 10 102 102
export DIE_AREA = 0 0 112 112
$ cat ./constraint.sdc
current_design ALU

set clk_period 5.8
set clk_io_pct 0.2

create_clock -name clk0 -period $clk_period

set non_clock_inputs [all_inputs -no_clocks]
set_input_delay [expr $clk_period * $clk_io_pct] -clock clk0 $non_clock_inputs
set_output_delay [expr $clk_period * $clk_io_pct] -clock clk0 [all_outputs]
$ cat ./design.v
module ALU #(parameter W=8, Ops=3) (
    input logic      [W-1:0]A,
                            B,
                            C,
    input logic     [Ops-1:0] OP,
    output logic    [W-1:0] out, 
    output logic            isEqual   
);
    always_comb begin
        case(OP[1:0])
            2'b00: out = A + B;  
            2'b01: out = A >> B;  
            2'b10: out = A << B;  
            2'b11: begin  
                out = A;
                out[B] = ^A;
            end
        endcase
    end
    assign isEqual = (OP == 3'b110) && (A == C);
endmodule
$ cat ./run.sh
#!/bin/bash
# OpenROAD 26Q1-2900-gdf79404cd8, Yosys 0.63+post, stock flow scripts
make -C /OpenROAD-flow-scripts/flow DESIGN_CONFIG=/design/flow/config.mk WORK_HOME=/design/flow/orfs finish
==> summary.log <==
qor: final_timing.hold_violations 0
qor: final_timing.max_freq 0.1894 GHz
qor: placed_design.place_hpwl 4.281 mm
qor: die.design.die.area 0.01254 mm^2
qor: power.comb_power_share 100.0%
qor: yosys.synth_area_per_cell 6.787 um^2
qor: status.outcome complete, no violations
qor: route.detail_route.iter0.violations 128
qor: placed_design.place_inst 345
qor: yosys.yosys.cell_types.count 49
qor: setup_path.crit_fanout 13
qor: final_timing.timing.max_slew.rel_slack 50.57%
qor: die.core_area 0.008217 mm^2
qor: power.clkPwrFrac 0%
qor: setup_path.worst-endpoint-arrival 4.12 ns
qor: flow_run.warning_count 32
qor: grt.via_count_of_the_first_global_routing_pass 1528
qor: final_timing.rsz_0062_raised_after_global_routing no
qor: grt.grt_max_degree 23
qor: power.p_switching 0.00007907 W
qor: cells_and_area.lay_top_cells 36 x sky130_fd_sc_hd__clkdlybuf4s50_1, 21 x sky130_fd_sc_hd__nand2_1, 18 x sky130_fd_sc_hd__nor2_1
qor: yosys.syn-instance-count 212
qor: power.power_leakage 0.7159 nW
qor: cells_and_area.layout.clock_buffers 0
qor: die.top_level_ports 36
qor: route.vias 1681
qor: placed_design.gp_congestion 0.9709
qor: yosys.synthesis.yosys.warnings 1
qor: setup_path.timing.critical_path.cells clkdlybuf4s50_1 -> ha_1 -> and3_1 -> a2111oi_0 -> o21ai_0 -> xnor2_1 -> o221ai_1 -> clkdlybuf4s50_1
qor: cts.post_cts_hold_buffer_count 0
qor: die.die_w 112 um
qor: power.vdd.ir_drop.worst 0.00003746 V
qor: route.avgViaCountPerCell 4.872
qor: cts.cts_post_setup_buffers_inserted 0
qor: grt.grt_util_all_layers 7.474%
qor: die.die-height 112 um
qor: cells_and_area.mi_logic_area 0.001344 mm^2
qor: setup_path.worst_path_max_delay_cell sky130_fd_sc_hd__clkdlybuf4s50_1
qor: grt.grt_overflow_total 0
qor: cells_and_area.layout-area-overhead-vs-synth 33.04%
qor: final_timing.final.min_clock_period 5.279 ns
qor: route.wl_per_cell 15.07 um
qor: cells_and_area.final_layout_size_suffix_gt1_share 7.917%
qor: route.detail_route.wirelength 5.198 mm
qor: cts.number_of_gates_resized_after_cts 0
qor: power.p_seq_share 0%
qor: yosys.ys_cells 212
qor: grt.wire_length_of_the_first_global_routing_pass 8.045 mm
qor: route.detail-route-antenna-nets 0
qor: grt.number_of_antenna_violations_at_the_first_check_in_global_routing 0
qor: setup_path.critical_path.startpoint_type primary input
qor: power.internal-power 0.00007367 W
qor: power.powerDensity 79.79 mW/mm^2
qor: cells_and_area.post_layout_nonfiller_instances 345
qor: hold_path.hold_path.class in2out
qor: setup_path.timing.critical_path.slowest_cell_delay 0.73 ns
qor: setup_path.critical_path_required 4.64 ns
qor: cells_and_area.final_sequential_cell_count 0
qor: yosys.ys_seq_share 0%
qor: final_timing.report.final.slew_viol_count 0
qor: yosys.yosysChipArea 0.001439 mm^2
qor: cells_and_area.area.sequential 0 um^2
qor: yosys.synth.cell_area 0.001439 mm^2
qor: placed_design.portBuffers 36
qor: final_timing.worst_pin_slew 0.7362 ns
qor: flow_run.cap_violations 0
qor: setup_path.crit_top_cell sky130_fd_sc_hd__clkdlybuf4s50_1
qor: cells_and_area.num-fill-cells 885
qor: power.switching_share 51.77%
qor: cells_and_area.final_layout_top_logic_cell sky130_fd_sc_hd__clkdlybuf4s50_1
qor: route.antennaDiodeCount 0
qor: setup_path.critPathCaptureType output pin
qor: setup_path.setup.worst_path.class in2out
qor: final_timing.totalNegativeSetupSlack 0 ns
qor: die.std_cell_rows 33
qor: final_timing.period_used_share 91.02%
qor: final_timing.timing.final.setup_violations 0
qor: route.detail_route.drc_violations 0
qor: die.initial_cell_density_of_the_core 17.51%
qor: route.drt_pass1_iterations 4
power groups by stage:
| stage | sequential (W) | combinational (W) | clock, W |
|---|---|---|---|
| after CTS | 0 | 0.000152 | 0 |
| after global routing | 0 | 0.000167 | 0 |
| final | 0 | 0.000153 | 0 |
stage by stage:
stage | util [%] | total power, W | setup slack, ns | hold WS (ns) | cell area [um^2]
final | 23.30 | 0.0001527 | 0.5211 | 3.254 | 1914
after global routing | 23.30 | 0.0001666 | 0.2376 | 3.287 | 1914
after CTS | 23.30 | 0.0001523 | 0.5081 | 3.274 | 1914
after detailed placement | 23.30 | 0.0001515 | 0.5202 | 3.267 | 1914
after global placement | 23.30 | 0.0001528 | 0.5656 | 3.276 | 1914
after floorplan | - | 0.00009290 | 1.633 | 2.395 | 1439
critical path, delay by kind of cell:
| kind | cells | cell delay, ns |
|---|---|---|
| AND/OR/NAND/NOR | 1 | 0.18 |
| AND-OR/OR-AND | 3 | 1.00 |
| adder cells (fa/ha/maj) | 1 | 0.37 |
| XOR/XNOR | 1 | 0.17 |
| buffers and inverters | 2 | 1.23 |
path summary, 6_finish.rpt:
path	startpoint	endpoint	slack, ns	cells past startpoint
min	OP[2]	isEqual	3.25	3
max	B[3]	out[7]	0.52	8
area by class of cell:
class / count / share of cell area (%)
Tap cell: 105 / 6.863
Timing Repair Buffer: 43 / 21.57
Inverter: 7 / 1.373
Multi-Input combinational cell: 190 / 70.20
Yosys cell counts, types with 5 or more instances:
master	number	area, um^2
sky130_fd_sc_hd__nand2_1	21	78.83
sky130_fd_sc_hd__nor2_1	18	67.56
sky130_fd_sc_hd__mux2i_1	17	170.2
sky130_fd_sc_hd__xnor2_1	15	131.4
sky130_fd_sc_hd__o21ai_0	14	70.07
sky130_fd_sc_hd__a21oi_1	10	50.05
sky130_fd_sc_hd__ha_1	8	100.1
sky130_fd_sc_hd__nor3_1	8	40.04
sky130_fd_sc_hd__xor2_1	8	70.07
sky130_fd_sc_hd__buf_2	7	35.03
sky130_fd_sc_hd__inv_1	7	26.28
sky130_fd_sc_hd__mux2_2	7	78.83
sky130_fd_sc_hd__clkbuf_1	6	22.52
sky130_fd_sc_hd__nor2b_1	6	37.54
sky130_fd_sc_hd__nand3_1	5	25.02
metal layers:
layer	share of wire, %	routed length, um	global-route usage [%]
met3	4.9	253	0.7058
met4	1.3	67	1.015
met5	0	0	0
met1	45	2355	10.28
met2	49	2522	12.59
logic make-up (layout without fill, tap and decap cells):
family | Yosys count | count (layout) | share of synthesized area [%]
xor gates and xnor gates | 23 | 23 | 14.00
and+or+nand+nor | 81 | 81 | 28.87
muxes | 24 | 24 | 17.30
buffers and inverters | 22 | 50 | 6.609
AOI/OAI and AO/OA | 53 | 53 | 24.87
adders and majority gates | 9 | 9 | 8.348
Power figures rest on the tool's default switching activity, not on a simulated workload.
