[design/flow/design.v]
module RegFile #(parameter W=8, A=2)(		  
  input                Clk,
                       Reset,
                       WriteEn,
                       MovEn,
                       Shift,
  input        [A-1:0] RaddrA,				  
                       RaddrB,
                        RaddrC,
                       Waddr,
  input        [W-1:0] DataIn,
  output       [W-1:0] DataOutA,			  
  output logic [W-1:0] DataOutB,		    
  output logic [W-1:0] DataOutC
  );
logic [W-1:0] Registers[4];	              
always_ff @ (posedge Clk) begin
  if (Reset) begin
    Registers[0] <= '0;
    Registers[1] <= '0;
    Registers[2] <= '0;
    Registers[3] <= '0;
  end else if (MovEn) begin	   
    Registers[Waddr][3:0] <= {RaddrA, RaddrB};                          
  end else if (WriteEn) begin   
    Registers[Waddr] <= DataIn;
  end
end
assign      DataOutA = Shift ? Registers[RaddrC]: Registers[RaddrA];
always_comb DataOutB = Shift ? {RaddrA, RaddrB} : Registers[RaddrB];     
always_comb DataOutC = Registers[RaddrC];
endmodule
[design/flow/run.sh]
#!/bin/bash
# OpenROAD 26Q1-2900-gdf79404cd8, Yosys 0.63+post, stock flow scripts
make -C /OpenROAD-flow-scripts/flow DESIGN_CONFIG=/design/flow/config.mk WORK_HOME=/design/flow/orfs finish
[design/flow/config.mk]
export PLATFORM = sky130hd
export DESIGN_NAME = RegFile
export DESIGN_NICKNAME = RegFile
export VERILOG_FILES = /design/flow/design.v
export SDC_FILE = /design/flow/constraint.sdc
export NUM_CORES = 4
export LEC_CHECK = 1
export CORE_UTILIZATION = 30
[design/flow/constraint.sdc]
current_design RegFile

set clk_period 2.3
set clk_io_pct 0.2

create_clock -name clk0 -period $clk_period [get_ports {Clk}]

set non_clock_inputs [all_inputs -no_clocks]
set_input_delay [expr $clk_period * $clk_io_pct] -clock clk0 $non_clock_inputs
set_output_delay [expr $clk_period * $clk_io_pct] -clock clk0 [all_outputs]
==> results.sh <==
# yosys + openroad results
export IMPL_final_hold_violation_count=0
export IMPL_pwr_share_clk_pct=24.6
export IMPL_drt_first_pass_iters=5
export IMPL_clock_root_buffer="clkbuf_8"
export IMPL_area_growth_pct=43.45
export IMPL_power_frac_comb_pct=27.9
export IMPL_worstMarginPinSlew_ns=0.3850
export IMPL_cp_required_ns=1.84
export IMPL_die_h_um=86.62
export IMPL_routedWlPerCell_um=14.96
export IMPL_setup_viol=0
export IMPL_cts_sinks=32
export IMPL_p_sw_mw=0.3649
export IMPL_grt_use_total_pct=14.78
export IMPL_viasPerCell=4.777
export IMPL_pin_count=45
export IMPL_largest_reg_flops=32
export IMPL_dp_hpwl_um=3904
export IMPL_fp_dieW_um=86.62
export IMPL_final_cell_mix="edfxtp_1 (32), buf_4 (28), clkdlybuf4s50_1 (27)"
export IMPL_p_int_mw=1.162
export IMPL_total_leakage_power_nw=1.230
export IMPL_grt_max_degree=14
export IMPL_drc=0
export IMPL_ys_types=30
export IMPL_rsz0062_at_grt="yes"
export IMPL_clk_pin_slew_worst_paths_ns=0.06
export IMPL_critPathKind="primary input to primary output"
export IMPL_fillers=621
export IMPL_p_total_mw=1.527
export IMPL_clockBufferDepth=2
export IMPL_rows=30
export IMPL_crit_chain="buf_2 > buf_12 > mux4_2 > nand2_1 > o221ai_2 > clkdlybuf4s50_1"
export IMPL_path_buffers=3
export IMPL_routed_wl_um=5162
export IMPL_startpoint_type="primary input"
export IMPL_lay_top_count="edfxtp_1"
export IMPL_core_area_um2=6869
export IMPL_globalplace_congestion=0.8408
export IMPL_yosys_area_um2=2148
export IMPL_cp_data_arrival_time_ns=1.81
export IMPL_reg_top3="Registers (32)"
export IMPL_grt_antenna_before_repair=0
export IMPL_avgSynthCellArea_um2=12.07
export IMPL_power_density_nw_per_um2=495.5
export IMPL_syn_inst=178
export IMPL_diodes=0
export IMPL_crit_path_max_fanout=8
export IMPL_min_path_type="primary input to register"
export IMPL_synth_flops=32
export IMPL_final_core_util_pct=44.86
export IMPL_max_cap_violations=0
export IMPL_grt_pass1_vias=1636
export IMPL_ys_seq_share_pct=44.73
export IMPL_cpPeakStageDelay_ns=0.52
export IMPL_drive_above_1_share_pct=31.73
export IMPL_logic_area_um2=1131
export IMPL_drt_iter0_markers=52
export IMPL_post_dp_cell_area_um2=2907
export IMPL_crit_family="buffers and inverters"
export IMPL_netlist_area_um2=2148
export IMPL_vias=1648
export IMPL_regMostFlops="Registers"
export IMPL_tool_warnings=26
export IMPL_tritoncts="done"
export IMPL_grt_pass1_wl_um=8169
export IMPL_cts_max_level=2
export IMPL_outcome="complete, no violations"
export IMPL_holdBufCountCts=0
export IMPL_cts_buffers=5
export IMPL_critPathCaptureType="primary output"
export IMPL_antenna_left=0
export IMPL_fmax_ghz=0.4415
export IMPL_yosysCellCount=178
export IMPL_period_minus_slack_ns=2.265
export IMPL_portBuffers=44
export IMPL_fin_crit_sh_pct=98.49
export IMPL_floorplan_core_util_pct=31.28
export IMPL_p_seq_share_pct=47.5
export IMPL_cpMaxStageDelayCell="mux4_2"
export IMPL_max_slew_margin_pct=74.28
export IMPL_vdd_drop_max_uv=168.5
export IMPL_finalInstanceArea_um2=3082
export IMPL_overflow=0
export IMPL_slew_viol_final=0
export IMPL_swShare_pct=23.90
export IMPL_chipArea_um2=7503
export IMPL_synth_warnings=1
export IMPL_ff_latch_area_um2=960.9
==> kinds of logic after synthesis <==
kind of cell | Yosys count | share of synthesized area (%)
and+or+nand+nor | 68 | 16.54
muxes | 36 | 26.03
DFF | 32 | 44.73
AOI/OAI and AO/OA | 21 | 7.746
buffers and inverters | 21 | 4.950
==> area by class of cell <==
cell class                 count  area share [%]
clock buffer                   5           2.233
multi-input combinational    125           36.70
timing repair buffer          80           25.13
inverter                       5          0.6090
clock inverter                 2          0.2436
sequential                    32           31.18
tap                           96           3.898
==> through the flow <==
stage | hold WS [ns] | worst slack [ns] | instances | TNS, ns
after floorplan | 0.6585 | 0.5404 | 178 | 0
after global placement | 1.184 | -0.4406 | 335 | -8.901
after detailed placement | 1.200 | -0.4444 | 335 | -8.928
after CTS | 0.9113 | 0.009878 | 344 | 0
after global routing | 0.9073 | -0.0002560 | 345 | -0.0002560
final | 0.9142 | 0.03475 | 345 | 0
==> cells in the mapped netlist (all sizes together) <==
master	count	share of area (%)
clkbuf	6	1.0
a21o	4	1.4
mux4	14	16
or3	1	0.29
edfxtp	32	45
nor2b	5	1.5
or4	1	0.35
o31ai	2	0.70
o21ai	2	0.47
nor3b	4	1.4
nand3b	8	2.8
nand3	1	0.23
mux2	4	2.1
o221ai	8	3.3
o21bai	5	1.9
or2	1	0.29
mux2i	18	8.4
nand2b	7	2.4
buf	10	3.0
inv	5	0.87
nand2	14	2.4
nor2	22	4.0
nor3	4	0.93
==> power by group through the flow <==
| stage | sequential [mW] | combinational [mW] | clock, mW |
|---|---|---|---|
| after global routing | 0.730 | 0.463 | 0.411 |
| final | 0.725 | 0.426 | 0.376 |
| after CTS | 0.723 | 0.422 | 0.394 |
==> path summary, 6_finish.rpt <==
| check | cells after the start | to | slack, ns | start |
|---|---|---|---|---|
| setup / recovery | 6 | DataOutA[6] | 0.03 | RaddrC[0] |
| hold / removal | 2 | Registers[3][4] | 0.91 | DataIn[4] |
==> timing repair <==
action                                  CTS  global route
gates resized                            32            21
pin swaps                                 4             4
gates cloned                              1             0
buffers inserted                          1             1
endpoints found under the setup margin   24            10
==> layer usage <==
metal / global-route usage, % / vias up / wire length [um] / share of wire, %
met4: 1.515 / 0 / 54 / 1.0
met3: 4.928 / 4 / 437 / 8.5
li1: - / 812 / - / -
met1: 22.47 / 768 / 2308 / 45
met5: 0 / - / 0 / 0
met2: 22.58 / 64 / 2362 / 46
No activity file was given, so power comes from the tool's default toggle rates.
